==> /design/flow/design.v <==
module fsm_moore(
    input        clk,
    input        rst_btn,
    input        go_btn,
    output reg [3:0] led,
    output reg       done_sig
);
    localparam STATE_IDLE      = 2'd0;
    localparam STATE_COUNTING  = 2'd1;
    localparam STATE_DONE      = 2'd2;
    localparam MAX_CLK_COUNT   = 24'd1500000;
    localparam MAX_LED_COUNT   = 4'hF;
    wire rst;
    wire go;
    reg        div_clk = 1'b0;
    reg [23:0] clk_count = 24'd0;
    reg [1:0]  state = STATE_IDLE;
    assign rst = ~rst_btn;
    assign go  = ~go_btn;
    always @(posedge clk or posedge rst) begin
        if (rst) begin
            clk_count <= 24'd0;
            div_clk <= 1'b0;
        end else if (clk_count == MAX_CLK_COUNT) begin
            clk_count <= 24'd0;
            div_clk <= ~div_clk;
        end else begin
            clk_count <= clk_count + 1'b1;
        end
    end
    always @(posedge div_clk or posedge rst) begin
        if (rst) begin
            state <= STATE_IDLE;
        end else begin
            case (state)
                STATE_IDLE: begin
                    if (go)
                        state <= STATE_COUNTING;
                end
                STATE_COUNTING: begin
                    if (led == MAX_LED_COUNT)
                        state <= STATE_DONE;
                end
                STATE_DONE: begin
                    state <= STATE_IDLE;
                end
                default: state <= STATE_IDLE;
            endcase
        end
    end
    always @(posedge div_clk or posedge rst) begin
        if (rst) begin
            led <= 4'd0;
        end else if (state == STATE_COUNTING) begin
            led <= led + 1'b1;
        end else begin
            led <= 4'd0;
        end
    end
    always @(*) begin
        done_sig = (state == STATE_DONE);
    end
endmodule
==> /design/flow/run.sh <==
#!/bin/bash
# OpenROAD 26Q1-2900-gdf79404cd8, Yosys 0.63+post, stock flow scripts
make -C /OpenROAD-flow-scripts/flow DESIGN_CONFIG=/design/flow/config.mk WORK_HOME=/design/flow/orfs finish
==> /design/flow/config.mk <==
export PLATFORM = sky130hd
export DESIGN_NAME = fsm_moore
export DESIGN_NICKNAME = fsm_moore
export VERILOG_FILES = /design/flow/design.v
export SDC_FILE = /design/flow/constraint.sdc
export NUM_CORES = 4
export LEC_CHECK = 1
export CORE_AREA = 10 10 98 98
export DIE_AREA = 0 0 108 108
==> /design/flow/constraint.sdc <==
current_design fsm_moore

set clk_period 6.3
set clk_io_pct 0.2

create_clock -name clk0 -period $clk_period [get_ports {clk}]

set non_clock_inputs [all_inputs -no_clocks]
set_input_delay [expr $clk_period * $clk_io_pct] -clock clk0 $non_clock_inputs
set_output_delay [expr $clk_period * $clk_io_pct] -clock clk0 [all_outputs]
==> flow_metrics.py <==
# Synthesis and PnR figures
metrics = {
    "status": {
        "run_status": "finished, final reports clean",
    },
    "sta": {
        "setup_viol": 0,
        "period_used_pct": 33.0,
        "fmax_mhz": 481,
        "worst_slew_pin_slew_ns": 0.783,
        "relSlewSlack_pct": 47.4,
        "unconstrained_endpoints": 11,
        "rsz0062_at_grt": "no",
        "fin_worst_skew_ns": 0.00292,
        "setup_tns_ns": 0,
        "hold_viol_final": 0,
        "maxSlewViolCount": 0,
        "unclocked_pins": 6,
        "worst_slack_ns": 4.22,
        "min_period_ns": 2.08,
    },
    "clock_network": {
        "cts_resized": 0,
        "cts_hold_buf": 0,
        "clkSlewWorstSetupHoldPaths_ns": 0.08,
        "cts_htree_levels": 1,
        "clock_latency_ns": 0.26,
        "cts_tree": "built",
        "cts_max_path_buffers": 2,
        "cts_root_buf": "clkbuf_8",
        "postCtsSetupBuffers": 0,
        "cts_made_buffers": 3,
    },
    "worst_setup_path": {
        "crit_fanout": 14,
        "slowest_delay_ns": 0.63,
        "critPathLaunch": "clk_count[0]",
        "crit_path_start_kind": "register",
        "crit_chain": "inv_1 > ha_1 > nor4b_1 > nand4_1 > nor4_4 > o221ai_1",
        "worstReg2RegStart": "clk_count[0]",
        "crit_required_ns": 6.41,
        "crit_path_top_delay_cell": "nor4_4",
        "arrival_ns": 2.18,
        "end_kind": "register",
        "crit_type": "reg -> reg",
    },
    "grt": {
        "grt_max_degree": 32,
        "antenna_found_initial": 0,
        "grt_pass1_wl_mm": 4.44,
        "grt_pass1_vias": 955,
        "grt_usage_pct": 4.44,
        "grt_overflow": 0,
    },
    "floorplan": {
        "core-area_um2": 7650,
        "fp_util_pct": 19.4,
        "die_x_um": 108,
        "boundaryPins": 8,
        "die_h_um": 108,
        "row_count": 32,
        "die_area_um2": 11700,
    },
    "job": {
        "cap_violations": 0,
        "log.warning_count": 26,
    },
    "yosys": {
        "ys_types": 27,
        "yosysWarnings": 1,
        "syn_area_per_cell_um2": 11.0,
        "ys_chip_area_um2": 1490,
        "syn_inst": 135,
        "yosysCellCount": 135,
        "syn-cell-area_um2": 1490,
        "ys.flops": 31,
        "ys_seq_share_pct": 52.2,
    },
    "power_and_ir_drop": {
        "internal-power_uw": 207,
        "p_leak_uw": 0.000744,
        "p_seq_share_pct": 62.2,
        "irDropWorstVdd_v": 0.0000586,
        "switching_share_pct": 19.8,
        "clkPwrFrac_pct": 35.8,
        "power_frac_comb_pct": 2.0,
        "powerDensity_nw_per_um2": 150,
        "power.net_switching_uw": 51.0,
    },
    "placed_design": {
        "port_buffers": 7,
        "dp_hpwl_mm": 1.81,
        "pre_cts_ws_ns": 4.19,
        "gp_congestion": 0.807,
        "dp.cells": 243,
        "placed_area_um2": 1670,
    },
    "route": {
        "wl_per_cell_um": 10.0,
        "drt_iter0_drc": 26,
        "wirelength_mm": 2.48,
        "dr.pass1.iters": 4,
        "antenna-diode-count": 0,
        "ant_nets": 0,
        "routed_via_density": 3.95,
        "drc": 0,
        "vias": 975,
    },
    "min_path": {
        "hp-class": "reg -> reg",
        "hold_start": "clk_count[23]",
    },
    "layout": {
        "n_fill_cell": 808,
        "final_area_um2": 1720,
        "drive_gt1_share_pct": 6.90,
        "areaGrowthSynthToFinish_pct": 15.8,
        "layout.cells.non_filler": 247,
    },
}
-- cell usage after synthesis --
cell / count / area [um^2]
nand4_2: 2 / 25.0
nor4_4: 3 / 63.8
inv_1: 6 / 22.5
dfrtp_1: 31 / 776
xor2_1: 5 / 43.8
or3b_1: 1 / 8.76
nand2_1: 7 / 26.3
nor4bb_1: 1 / 10.0
nand3_1: 9 / 45.0
a31oi_1: 2 / 12.5
nand4_1: 5 / 31.3
xnor2_1: 16 / 140
nor4b_1: 1 / 8.76
or4b_4: 1 / 13.8
nor2b_1: 2 / 12.5
ha_1: 3 / 37.5
nor3_1: 2 / 10.0
nand2b_1: 1 / 6.26
and3_1: 5 / 31.3
a211oi_1: 2 / 15.0
buf_6: 1 / 11.3
nor4_1: 5 / 31.3
nor2_1: 20 / 75.1
buf_2: 1 / 5.00
a21oi_1: 1 / 5.00
o221ai_1: 1 / 8.76
and4_1: 1 / 8.76
-- kinds of logic (layout without fill, tap and decap cells) --
family / count (synthesis) / count (layout) / share of synthesized area [%]
fa+ha+maj: 3 / 3 / 2.53
flops: 31 / 31 / 52.2
xor+xnor: 21 / 21 / 12.4
compound gates: 6 / 6 / 2.78
buf+inv: 8 / 18 / 2.61
simple gates: 66 / 66 / 27.5
-- per-stage QoR --
stage | power, uW | utilization [%] | hold slack (ns)
finish | 258 | 22.5 | 0.479
global route | 268 | 22.5 | 0.506
floorplan | 164 | - | 0.446
global placement | 169 | 21.9 | 0.469
detailed placement | 169 | 21.9 | 0.471
CTS | 263 | 22.5 | 0.486
-- routing by layer --
metal  track usage, %  share of wire (%)  vias to the layer above
li1                 -                  -                      494
met1             6.83                 50                      467
met4            0.859                1.3                        0
met3            0.422                2.3                        2
met2             6.68                 46                       12
met5                0                  0                        -
-- cells in the final DEF (no fill, tap or decap), drive strengths merged --
cell type and instances:
a211oi 2, a21oi 1, a31oi 2, and3 5, and4 1, buf 1, clkbuf 4, clkdlybuf4s50 7
dfrtp 31, ha 3, inv 6, nand2 7, nand2b 1, nand3 9, nand4 7, nor2 20
nor2b 2, nor3 2, nor4 8, nor4b 1, nor4bb 1, o221ai 1, or3b 1, or4b 1
xnor2 16, xor2 5
-- worst max-delay path, delay by kind of cell (launching register included) --
| family | cells | cell delay [ns] |
|---|---|---|
| AOI/OAI and AO/OA | 1 | 0.23 |
| adders and majority gates | 1 | 0.14 |
| buffers and inverters | 1 | 0.08 |
| DFF | 1 | 0.43 |
| and+or+nand+nor | 3 | 1.05 |
-- state kept, by name (all words and copies together), names as in the netlist --
register and count:
led 4, div_clk 1, clk_count 24, state 2
-- cell type report --
type,instances,area (um^2),share of cell area (%)
clock buffers,4,45.0,2.62
inverters,6,22.5,1.31
multi-input cells,96,671,39.0
flip-flops and latches,31,776,45.1
well taps,102,128,7.42
repair buffers,8,77.6,4.51
-- worst paths after layout --
kind	endpoint	slack (ns)	cells after the start
setup / recovery	clk_count[6]	4.22	6
hold / removal	clk_count[23]	0.48	1
setup reg to reg	clk_count[6]	4.22	6
hold reg to reg	clk_count[23]	0.48	1
max in group asynchronous	clk_count[2]	4.64	2
min in group asynchronous	clk_count[23]	1.38	2
-- power groups by stage --
stage / combinational (uW) / sequential [uW] / clock (uW)
finish: 5.26 / 160 / 92.3
global route: 6.12 / 160 / 101
CTS: 5.68 / 160 / 97.2
No activity file was given, so power comes from the tool's default toggle rates.
