[/design/flow/design.v]
module clock_divider #(
	parameter					COUNT_WIDTH = 24,
	parameter	[COUNT_WIDTH:0]	MAX_COUNT 	= 6000000 - 1
)(
	input	clk,
	input	rst,
	output reg out
);
	reg div_clk;
	reg [COUNT_WIDTH:0] count;
	always @ (posedge clk or posedge rst) begin
		if (rst == 1'b1) begin
			count <= 0;
			out <= 0;
		end else if (count == MAX_COUNT) begin
			count <= 0;
			out <= ~out;
		end else begin
			count <= count + 1;
		end
	end
endmodule
module top_design (
	input			clk,
	input			rst_btn,
	output [1:0]	led
);
	wire rst;
	assign rst = ~rst_btn;
	clock_divider #(
		.COUNT_WIDTH(32), .MAX_COUNT(1500000 - 1)
	) div_1(
		.clk(clk),
		.rst(rst),
		.out(led[0])
	);
	clock_divider div_2(
		.clk(clk),
		.rst(rst),
		.out(led[1])
	);
endmodule
[/design/flow/constraint.sdc]
current_design top_design

set clk_period 6.7
set clk_io_pct 0.2

create_clock -name clk0 -period $clk_period [get_ports {clk}]

set non_clock_inputs [all_inputs -no_clocks]
set_input_delay [expr $clk_period * $clk_io_pct] -clock clk0 $non_clock_inputs
set_output_delay [expr $clk_period * $clk_io_pct] -clock clk0 [all_outputs]
[/design/flow/run.sh]
#!/bin/bash
# OpenROAD 26Q1-2900-gdf79404cd8, Yosys 0.63+post, stock flow scripts
make -C /OpenROAD-flow-scripts/flow DESIGN_CONFIG=/design/flow/config.mk WORK_HOME=/design/flow/orfs finish
[/design/flow/config.mk]
export PLATFORM = sky130hd
export DESIGN_NAME = top_design
export DESIGN_NICKNAME = top_design
export VERILOG_FILES = /design/flow/design.v
export SDC_FILE = /design/flow/constraint.sdc
export NUM_CORES = 4
export LEC_CHECK = 1
export CORE_UTILIZATION = 40
==> results.ini <==
[status]
run_status = finished clean

[worst_setup_path]
max_stage_delay_ns = 0.46
worst_setup_path_start_kind = flop
path_class = reg -> out
standard_cell_with_the_maximum_stage_delay_on_the_critical_path = sky130_fd_sc_hd__clkdlybuf4s50_1
required_ns = 5.36
arrival_ns = 1.15
critPathTopFamily = buffers and inverters
endpoint_kind = output pin
cp_num_buf_inv = 1
cp_max_fanout = 2
crit_chain = clkdlybuf4s50_1

[power_and_ir_drop]
leakage_uw = 0.00147
pwr_density_cell_nw_per_um2 = 216
vdd_ir_drop_max_mv = 0.212

[floorplan]
die.size.x_um = 89.3
num_rows = 31
chip_area_um2 = 7980
initCoreUtil_pct = 41.8
die_height_um = 89.3
core_area_um2 = 7290
ios = 4

[synthesis]
synth.area.top_cells = sky130_fd_sc_hd__dfrtp_1 49%, sky130_fd_sc_hd__xor2_1 6.0%, sky130_fd_sc_hd__xnor2_1 5.7%, sky130_fd_sc_hd__nand4_1 4.5%, sky130_fd_sc_hd__nor4_1 3.7%
postSynthRegisterBits = 60
library_cell_occupying_the_most_area_in_the_post_synthesis_netlist = sky130_fd_sc_hd__dfrtp_1
synth.top_cell.area_share_pct = 49.2
synth.yosys.num_cells = 309
post_synth_xor_area_fraction_pct = 11.8
netlist_logic_family_top = simple AND/OR/NAND/NOR gates
netlist_area_um2 = 3050
yosys.stat.chipArea_um2 = 3050
yosys_warnings = 2
yosysSeqAreaShare_pct = 49.2
syn_area_per_cell_um2 = 9.87
post_synth_inst_count = 309
simple_gate_area_share_pct = 30.1
synth_cell_type_count = 38
synth-adder-area-share_pct = 0.821
synth.mux.area_fraction_pct = 0.985
synthAoiAreaFrac_pct = 4.80

[clock_tree]
clock_tree.root_cell = sky130_fd_sc_hd__clkbuf_8
clock_latency_ns = 0.34
post_cts_buffers = 0
clk_pin_slew_worst_paths_ns = 0.07
post_cts_resized = 0
clock-sinks = 60
tritoncts_clock_tree = built
cts_inserted_buffers = 9
h_tree_depth_reported_by_cts = 3
ctsLongestPathBuffers = 2
cts_hold_buf = 0

[drt]
antenna_cells = 0
route.detailed.drc = 0
drt-initial-drc-count = 76
vias = 2273
route.detailed.vias_per_inst = 5.44
drt_pre_antenna_iters = 6
avgRoutedWirePerCell_um = 14.1
drtAntennaViolNets = 0
postRouteWirelength_um = 5900

[job]
log.warning_count = 25
maxCapViolCount = 0

[final_timing]
slew_headroom_pct = 39.7
timing.clock.skew_ns = 0.00664
count_of_endpoints_failing_hold_in_the_final_timing_report = 0
grt_setup_unrepaired = false
max_slew.worst_pin.slew_ns = 0.896
final.min_clock_period_ns = 2.49
setup_violations = 0
setup_total_negative_slack_ns = 0
layout_worst_path_cycle_share_pct = 37.2
setup_ws_ns = 4.21
worst_hold_slack_ns = 0.465
drv_slew = 0
achievable-frequency_mhz = 401

[final_layout]
lay_top_count = sky130_fd_sc_hd__dfrtp_1
most_frequent_logic_cells_in_the_routed_design = 60 x sky130_fd_sc_hd__dfrtp_1, 26 x sky130_fd_sc_hd__nand2_1, 22 x sky130_fd_sc_hd__nand3_1, 22 x sky130_fd_sc_hd__nand4_1, 21 x sky130_fd_sc_hd__xor2_1
stdcell_count = 418
areaGrowthSynthToFinish_pct = 11.2
sequential_cell_area_um2 = 1500
layout_cell_share_with_drive_strength_beyond_1_pct = 8.78
multiInputGateArea_um2 = 1480
fillCellCount = 700

[place]
place_inst = 402
dp_worst_setup_slack_ns = 4.55
buffer_ports.inserted = 3
gp_congestion = 0.860
hpwl_um = 3980

[grt]
grt_antenna_before_repair = 0
grt_first_pass_wirelength_um = 10500
grt.total_usage_pct = 17.5
grt_start_max_net_pins = 61
grt.overflow.total = 0
first_global_vias = 2280

[worst_hold_path]
timing.hold.worst.class = reg -> reg

-- logic make-up after synthesis --
logic type                 after synthesis
buffers and inverters                   16
xor gates and xnor gates                41
AOI/OAI and AO/OA                       25
DFF                                     60
adders and majority gates                2
and+or+nand+nor                        162
muxes                                    3
-- through the flow --
| stage | utilization (%) | total power [uW] | area (um2) |
|---|---|---|---|
| 3_5_place_dp | 43.4 | 377 | 3170 |
| 5_1_grt | 46.5 | 759 | 3390 |
| 3_3_place_gp | 43.4 | 377 | 3170 |
| 6_report | 46.5 | 732 | 3390 |
| 2_1_floorplan | - | 369 | 3050 |
| 4_1_cts | 46.5 | 745 | 3390 |
-- power breakdown --
part	internal (uW)	total [uW]	switching, uW
clock	212	363	151
combinational	0.580	7.22	6.64
sequential	362	362	0
-- path summary, 6_finish.rpt --
path / slack, ns / cells after the start / endpoint / from
min in group asynchronous: 1.14 / 2 / div_2.count[16] / rst_btn
hold / removal: 0.47 / 1 / div_2.out / div_2.out
hold reg to reg: 0.47 / 1 / div_2.out / div_2.out
setup / recovery: 4.21 / 1 / led[1] / div_2.out
max in group asynchronous: 5.07 / 2 / div_1.count[27] / rst_btn
setup reg to reg: 4.58 / 4 / div_1.out / div_1.count[10]
-- metal layers --
layer | part of all wire [%] | vias to the layer above | global-route usage, %
met2 | 45 | 38 | 26.6
met4 | 0.98 | 0 | 3.17
met3 | 4.2 | 4 | 3.65
met1 | 50 | 1083 | 27.3
li1 | - | 1148 | -
met5 | 0 | - | 0
-- cell usage after synthesis, drive strengths merged --
| library cell | n |
|---|---|
| dfrtp | 60 |
| nand2 | 26 |
| nand3 | 22 |
| nand4 | 22 |
| xor2 | 21 |
| xnor2 | 20 |
| nor4 | 18 |
| nor2 | 16 |
| nor3 | 15 |
| and3 | 11 |
| a21oi | 8 |
| o21ai | 8 |
| clkbuf | 7 |
| or3 | 7 |
| and4 | 6 |
| inv | 5 |
| buf | 4 |
| nor4b | 4 |
| a31oi | 3 |
| mux2i | 3 |
| o211ai | 3 |
| or2 | 3 |
| or4 | 3 |
| and2 | 2 |
| ha | 2 |
| nor2b | 2 |
| a21o | 1 |
| a31o | 1 |
| nand2b | 1 |
| nand3b | 1 |
| nor3b | 1 |
| nor4bb | 1 |
| o2bb2ai | 1 |
| or4b | 1 |
-- cell type report --
| cell class | instances | area share (%) |
|---|---|---|
| sequential | 60 | 44.3 |
| multi-input combinational | 233 | 43.8 |
| clock buffer | 9 | 3.65 |
| tap | 99 | 3.65 |
| clock inverter | 7 | 2.92 |
| timing repair buffer | 5 | 1.18 |
| inverter | 5 | 0.554 |
-- sequential cells by signal, indices dropped and copies added (netlist names) --
signal / count
div_1.count: 33
div_2.count: 25
div_1.out: 1
div_2.out: 1
No activity file was given, so power comes from the tool's default toggle rates.
