==> flow/design.v <==
module memory # (
	parameter	INIT_FILE = ""
)(
	input				clk,
	input				w_en,
	input				r_en,
	input	[3:0]		w_addr,
	input	[3:0]		r_addr,
	input	[7:0]		w_data,
	output	reg [7:0]	r_data
);
	reg [7:0]	mem[0:15];
	always @ (posedge clk) begin
		if (w_en == 1'b1) begin
			mem[w_addr] <= w_data;
		end
		if (r_en == 1'b1) begin
			r_data <= mem[r_addr];
		end
	end
	initial if (INIT_FILE) begin
		$readmemh(INIT_FILE, mem);
	end
endmodule
==> flow/run.sh <==
#!/bin/bash
# OpenROAD 26Q1-2900-gdf79404cd8, Yosys 0.63+post, stock flow scripts
make -C /OpenROAD-flow-scripts/flow DESIGN_CONFIG=/design/flow/config.mk WORK_HOME=/design/flow/orfs finish
==> flow/config.mk <==
export PLATFORM = sky130hd
export DESIGN_NAME = memory
export DESIGN_NICKNAME = memory
export VERILOG_FILES = /design/flow/design.v
export SDC_FILE = /design/flow/constraint.sdc
export NUM_CORES = 4
export LEC_CHECK = 1
export CORE_UTILIZATION = 50
==> flow/constraint.sdc <==
current_design memory

set clk_period 2.7
set clk_io_pct 0.2

create_clock -name clk0 -period $clk_period [get_ports {clk}]

set non_clock_inputs [all_inputs -no_clocks]
set_input_delay [expr $clk_period * $clk_io_pct] -clock clk0 $non_clock_inputs
set_output_delay [expr $clk_period * $clk_io_pct] -clock clk0 [all_outputs]
==> impl_metrics.ini <==
; flow metrics
[drt]
routed_wl_um = 9760
dr.pass1.iters = 4
antennaDiodeCount = 0
vias_per_cell = 5.72
drt_iter0_drc = 85
detail_route.wl_per_cell_um = 22.6
vias = 2467
ant_nets = 0
drcViolationCount = 0

[timing]
fmax_mhz = 521
period_used_pct = 71.1
fin_ws_ns = 0.779
period_needed_ns = 1.92
max-slew-margin-rel_pct = 62.3
fin_skew_ns = 0.00611
finalSetupViolations = 0
totalNegativeSetupSlack_ns = 0
grt_setup_unrepaired = no
worst_slew_pin_slew_ns = 0.564
timing.final.hold_violations = 0
drv_slew = 0

[layout]
final_layout_size_suffix_gt1_share_pct = 24.2
fin_cells = 431
nFillCells = 664
final_area_mm2 = 0.00636
syn2layout_area_growth_pct = 21.7

[setup_path]
endpoint_kind = output pin
start_kind = flop
startpoint = r_data[4]
crit_chain = clkdlybuf4s50_1
critPathKind = reg -> out
r2r-start = mem[8][2]
cp_top_family = buffers and inverters
critPathBufInv = 1
crit_required_ns = 2.16
crit_fanout = 1
cpMaxStageDelayCell = clkdlybuf4s50_1
arrival_ns = 1.38
max_stage_delay_ns = 0.48

[grt]
track_usage_pct = 21.8
overflow = 0
grt_pass1_wl_um = 15000
antenna_found_initial = 0
grt_max_degree = 33
grt_pass1_vias = 2606

[clock_network]
postCtsSetupBuffers = 0
numCtsBuffers = 17
clk_latency_ns = 0.50
cts.sinks = 136
clkTransAtPathRegs_ns = 0.06
ctsResizeCount = 0
ctsHoldBuffers = 0
cts_root_buf = clkbuf_8
cts_buffer_depth = 2
cts_tree = done
htree_levels = 4

[synth]
synthesis.area_mm2 = 0.00523
ys_top_cells_by_area = edfxtp_1, mux4_2, mux4_1
ys_cells = 229
avgSynthCellArea_um2 = 22.8
ys_warn_count = 1
synthCells = 229
synth_top_area_share_pct = 78.1
top_area_cell = edfxtp_1
yosysSeqAreaShare_pct = 78.1
ys_area_mm2 = 0.00523
ys_ff = 136
ys_types = 18

[power_and_ir_drop]
power_frac_comb_pct = 4.7
p_clk_share_pct = 47.1
p_per_area_mw_per_mm2 = 781
switching_share_pct = 19.5
intPower_mw = 4.00
power.leakage_nw = 2.12
finalPower_mw = 4.97
ir_worst_vdd_mv = 0.491
p_seq_share_pct = 48.2
power.switching_uw = 971

[floorplanning]
fp_util_pct = 52.5
dieArea_mm2 = 0.0109
num_rows = 36
io_pins = 27
die_w_um = 104
dieHeight_um = 104
core_mm2 = 0.00995

[run]
cap_viol_max_count = 0
warnings = 25

[worst_hold_path]
hp-class = reg -> reg
hold_start = mem[12][4]

[placement]
place_inst = 399
place_area_mm2 = 0.00575
place.gp.congestion = 0.776
numPortBuffers = 26
pre_cts_ws_ns = 0.333
hpwlAfterDp_um = 6030

[status]
status = completed
-- kinds of logic (layout without fill, tap and decap cells) --
group	count (synthesis)	count (layout)	share of synthesized area, %
buffers and inverters	10	79	1.65
flip-flops	136	136	78.1
AND/OR/NAND/NOR	35	35	3.14
multiplexers	32	32	14.8
AND-OR/OR-AND	16	16	2.30
-- layout make-up --
| cell class | count | area (um^2) | area share (%) |
|---|---|---|---|
| Timing Repair Buffer | 47 | 438 | 6.88 |
| Sequential cell | 136 | 4080 | 64.2 |
| Clock inverter | 15 | 201 | 3.17 |
| Clock buffer | 17 | 414 | 6.51 |
| Tap cell | 133 | 166 | 2.62 |
| Multi-Input combinational cell | 83 | 1060 | 16.6 |
-- final timing paths --
path	to	slack (ns)	cells after the start
worst min register to register	r_data[4]	0.75	3
worst min-delay path	r_data[4]	0.75	3
worst max-delay path	r_data[4]	0.78	1
worst max register to register	r_data[2]	1.22	3
-- Yosys cell counts --
| library cell | n |
|---|---|
| nand2_1 | 9 |
| nand3b_1 | 2 |
| or3b_2 | 1 |
| edfxtp_1 | 136 |
| nor2b_1 | 1 |
| a22oi_1 | 16 |
| mux4_2 | 18 |
| buf_2 | 3 |
| and2_1 | 1 |
| buf_4 | 1 |
| mux4_1 | 14 |
| nor3_1 | 4 |
| and2b_1 | 1 |
| nor2_1 | 13 |
| clkdlybuf4s25_2 | 3 |
| nand2b_1 | 2 |
| nand3_1 | 1 |
| buf_6 | 3 |
-- flip-flops by register name, indices dropped and copies added, names as in the netlist --
name and flops:
mem 128, r_data 8
-- cell usage in the layout (no fill, tap or decap), types with 2 or more instances in the layout --
master           netlist  final
clkinv_2               0      2
nor3_1                 4      4
edfxtp_1             136    136
buf_4                  1     19
mux4_1                14     14
inv_6                  0      2
bufinv_16              0      4
clkdlybuf4s50_1        0     25
clkinv_4               0      4
mux4_2                18     18
buf_12                 0      2
nand2b_1               2      2
nand3b_1               2      2
nor2_1                13     13
clkinvlp_4             0      2
a22oi_1               16     16
clkbuf_16              0     16
nand2_1                9      9
-- power groups by stage --
| stage | Combinational (mW) | Sequential (mW) | Clock (mW) |
|---|---|---|---|
| final | 0.235 | 2.39 | 2.34 |
| after global routing | 0.256 | 2.40 | 2.48 |
| after CTS | 0.239 | 2.39 | 2.38 |
-- per-layer routing --
| layer | global-route usage (%) | vias to the layer above | routed length [um] |
|---|---|---|---|
| met2 | 30.7 | 131 | 4610 |
| met1 | 34.5 | 1230 | 3830 |
| met3 | 14.0 | 6 | 1250 |
| met5 | 0 | - | 0 |
| met4 | 2.24 | 0 | 74 |
| li1 | - | 1100 | - |
-- metrics by stage --
| stage | hold WS [ns] | util (%) |
|---|---|---|
| after floorplan | 0.639 | - |
| after global placement | 0.731 | 57.7 |
| after detailed placement | 0.741 | 57.7 |
| after CTS | 0.758 | 63.9 |
| after global routing | 0.782 | 63.9 |
| final | 0.753 | 63.9 |
Power is estimated from default activity; no workload was simulated.
